[./config.mk]
export PLATFORM = sky130hd
export DESIGN_NAME = slave
export DESIGN_NICKNAME = slave
export VERILOG_FILES = /design/flow/design.v
export SDC_FILE = /design/flow/constraint.sdc
export NUM_CORES = 4
export LEC_CHECK = 1
export CORE_AREA = 10 10 99 99
export DIE_AREA = 0 0 109 109
[./constraint.sdc]
current_design slave

set clk_period 2.4
set clk_io_pct 0.2

create_clock -name clk0 -period $clk_period [get_ports {CTRL_CLK}]

set non_clock_inputs [all_inputs -no_clocks]
set_input_delay [expr $clk_period * $clk_io_pct] -clock clk0 $non_clock_inputs
set_output_delay [expr $clk_period * $clk_io_pct] -clock clk0 [all_outputs]
[./design.v]
interface m_int();
logic [7:0] MOSI_data;
logic MISO;
logic [7:0] MISO_data;
logic [7:0] master_stash_ptr;
logic MOSI;
endinterface
module slave (
    input CTRL_CLK,
    input SCLK_PULSE,
    input NRST,
    input [7:0] SDO_data,
    output [7:0] slave_stash_ptr,
    input CS,    
    input SCLK,  
    input SDI,   
    output reg SDO   
);
localparam IDLE = 0;
localparam TRANSACTION = 1;
reg state;
reg [7:0] SDI_buffer;
reg [7:0] SDO_buffer;
reg [3:0] bit_counter;
reg [1:0] bit_cycle;
always @ (posedge CTRL_CLK) begin
    if (!NRST) begin
        SDO <= 1'b0;
        SDI_buffer <= 8'd0;
        SDO_buffer <= 8'd0;
        bit_cycle <= 2'd0;
        bit_counter <= 4'd8;
        state <= IDLE;
    end
    else begin
        if (SCLK_PULSE) begin
            case (state)
                IDLE: begin
                    SDO <= 1'b0;
                    SDI_buffer <= 8'd0;
                    SDO_buffer <= 8'd0;
                    bit_cycle <= 2'd0;
                    bit_counter <= 4'd8;
                    state <= IDLE;
                    if (!CS) begin
                        state <= TRANSACTION;
                    end
                end
                TRANSACTION: begin
                    case (bit_cycle)
                        0: begin
                            bit_counter <= bit_counter - 1'b1;
                            if (bit_counter == 7) begin
                                SDO_buffer <= SDO_data;
                                bit_cycle <= 1;
                            end
                            else
                                bit_cycle <= 1;
                        end
                        1: begin
                            SDI_buffer <= {SDI_buffer[6:0], SDI};
                            bit_cycle <= 2;
                        end
                        2: begin
                            SDO <= SDO_buffer[bit_counter];
                            bit_cycle <= 3;
                        end
                        3: begin
                            if (bit_counter == 0) begin
                                bit_cycle <= 0;
                                bit_counter <= 4'd8;
                            end
                            else
                                bit_cycle <= 0;
                        end
                    endcase
                end
            endcase
        end
        else if (CS)
            state <= IDLE;
    end
end
endmodule
[./run.sh]
#!/bin/bash
# OpenROAD 26Q1-2900-gdf79404cd8, Yosys 0.63+post, stock flow scripts
make -C /OpenROAD-flow-scripts/flow DESIGN_CONFIG=/design/flow/config.mk WORK_HOME=/design/flow/orfs finish
==> impl_report.txt <==
PHYSICAL IMPLEMENTATION REPORT
----------------------------------------------------
[Outcome]
  Status ........................ completed

[Placed design]
  Area after DPL ........................ 0.00118 mm²
  Post-detailed-placement half-perimeter wirelength ........................ between 1 and 1.5 mm
  Placed cell count ........................ about 210
  Input/output buffers ........................ 12
  Setup Slack @ Placement ........................ 0.478 ns
  GP Congestion ........................ 0.764

[Global routing]
  GRT Resource Usage Total ........................ 3.36%
  Initial antenna violation count ........................ 0
  Total congestion overflow after global routing ........................ 0
  Global-route wire length before repair ........................ 3.28 mm
  Number of global-route vias before repair ........................ 673
  Maximum number of pins on one net before global-route repair ........................ 20

[Logic synthesis]
  Distinct cells, synth ........................ 29
  Area of the synthesized netlist per yosys stat ........................ 977 µm²
  Syn avg cell area ........................ 9.49 µm²
  Share of synthesized area occupied by flip-flops and latches ........................ 36.9%
  Adder-Cell Fraction of Synth Area ........................ under 10%
  Post-synth top flop ........................ sky130_fd_sc_hd__dfxtp_1
  Share of flip-flops with an asynchronous set or reset after synthesis ........................ 0%
  Post-Synth XOR/XNOR Area ........................ 0%
  Portion of netlist area occupied by mux cells ........................ approximately 15%
  Yosys Instances ........................ approximately 100
  Total number of yosys warnings ........................ 9
  Share of synthesized cell area in and, or, nand and nor gates ........................ roughly 25%
  Post-Syn Instances ........................ 103
  Compound Share, Synth ........................ 9.22%
  Post-synth design cell area ........................ 977 µm²
  Largest family of logic cells by area ........................ simple AND/OR/NAND/NOR gates
  Number of flip-flops and latches in the synthesized netlist ........................ 18
  Count of library flops with an enable pin ........................ 0

[Detailed routing]
  Sum of routed wire length over all layers ........................ 1.97 mm
  Post-route DRC violation count ........................ 0
  Avg Vias per Cell ........................ 3.11
  Via count of the routed design ........................ 677
  Total iterations of the first detailed-routing run ........................ 4
  Post-detailed-route wirelength per cell ........................ 9.03 µm
  Diodes inserted ........................ 0
  Post-route ant nets ........................ 0
  Violation count after the first detailed-routing iteration ........................ about 50

[Floorplan]
  # rows ........................ 32
  Starting Density ........................ 12.6%
  Die W ........................ 109 µm
  Core area ........................ a little under 0.008 mm²
  Top-Level Pins ........................ 23
  Chip Area ........................ roughly 0.012 mm²
  Die Ht ........................ around 110 µm

[Hold path]
  Kind of path behind the tightest hold check ........................ flop to flop
  Cells on Worst Hold Path ........................ 2

[Final timing]
  Setup ws final ........................ 0.727 ns
  # setup viols final ........................ 0
  Achievable frequency ........................ approximately 600 MHz
  Worst Max-Slew Pin Slew ........................ approximately 0.56 ns
  Worst hold-check slack ........................ a little under 0.5 ns
  Shortest period the worst path allows ........................ 1.67 ns
  RSZ-0062 raised after global routing ........................ false
  Portion of the clock cycle consumed by the worst path in the final layout ........................ between 60% and 70%
  Final count of hold timing violations ........................ 0
  Clk_skew ........................ 0.00311 ns
  Worst slew slack as a fraction of its limit ........................ 62.4%
  Pins Over Slew Limit ........................ 0
  Summed negative setup slack over all endpoints ........................ 0 ns

[Critical path]
  CP cell instances ........................ clkdlybuf4s50_1, inv_1, a31oi_1, o211ai_1, and3b_1
  Stage delay of the slowest cell on the critical path ........................ 0.48 ns
  Worst R2R Setup Slack ........................ roughly 0.76 ns
  Startpoint type of the worst setup path ........................ primary input
  Classification of the worst setup path ........................ primary input to flop
  Data required time of the critical path ........................ 2.55 ns
  CP endpoint kind ........................ flop
  Largest fanout on the critical path ........................ 6
  CP arrival ........................ 1.82 ns
  Slowest CP cell ........................ sky130_fd_sc_hd__clkdlybuf4s50_1
  Cell count of the worst reg-to-reg path ........................ 6

[Final layout]
  Dominant logic cell type in the layout ........................ sky130_fd_sc_hd__dfxtp_1
  Layout Cells excl Fill ........................ 218
  FF/Latch Area ........................ ~360 µm²
  Fraction of final layout cells with drive strength greater than 1 ........................ 7.76%
  Post-route cell area ........................ 0.00123 mm²
  Area growth, synth to finish ........................ 26.4%
  Leading cell types in the layout, fill and taps excluded ........................ 18 x sky130_fd_sc_hd__dfxtp_1, 12 x sky130_fd_sc_hd__clkdlybuf4s50_1, 11 x sky130_fd_sc_hd__nor2b_1
  Combinational cell area excluding buffers and inverters ........................ between 500 and 600 µm²
  Count of fill cells added during filler insertion ........................ 877

[Power]
  Leakage ........................ 0.454 nW
  Total power divided by cell area ........................ 513 mW/mm²
  Peak supply drop ........................ around 220 µV

[CTS]
  Number of resized instances in the post-cts repair step ........................ 0
  Root Buffer Master ........................ sky130_fd_sc_hd__clkbuf_8
  Setup fix buffers added after clock tree synthesis ........................ 0
  CTS H-tree depth ........................ 1
  Clock transition at path regs ........................ 0.07 ns
  Maximum number of buffers from clock root to sink ........................ 2
  Clock tree from TritonCTS ........................ done
  Number of clock sinks seen by CTS ........................ 18
  Num CTS Buffers ........................ 3
  Clock latency reported for the late side of the worst-skew pair ........................ 0.25 ns
  Post-CTS Hold Fix Bufs ........................ 0

[Flow run]
  Count of tool warnings ........................ 28
  # Max-Cap Violations ........................ 0

----------------------------------------------------
cells in the mapped netlist, types with 2 or more instances:
| library cell | instances | area (µm²) |
|---|---|---|
| sky130_fd_sc_hd__a21oi_1 | 2 | 10.0 |
| sky130_fd_sc_hd__ha_1 | 2 | 25.0 |
| sky130_fd_sc_hd__nand3_1 | 4 | 20.0 |
| sky130_fd_sc_hd__mux4_2 | 2 | 45.0 |
| sky130_fd_sc_hd__nor2b_1 | 11 | 68.8 |
| sky130_fd_sc_hd__mux2i_1 | 10 | 100 |
| sky130_fd_sc_hd__nor2_1 | 2 | 7.51 |
| sky130_fd_sc_hd__o21ai_0 | 4 | 20.0 |
| sky130_fd_sc_hd__and2_1 | 9 | 56.3 |
| sky130_fd_sc_hd__and3_1 | 2 | 12.5 |
| sky130_fd_sc_hd__dfxtp_1 | 18 | 360 |
| sky130_fd_sc_hd__inv_1 | 4 | 15.0 |
| sky130_fd_sc_hd__a21boi_0 | 3 | 22.5 |
| sky130_fd_sc_hd__nand2_1 | 5 | 18.8 |
| sky130_fd_sc_hd__nand2b_1 | 3 | 18.8 |
| sky130_fd_sc_hd__clkbuf_1 | 2 | 7.51 |
| sky130_fd_sc_hd__buf_4 | 8 | 60.1 |
final timing paths:
| check | startpoint | endpoint |
|---|---|---|
| min reg2reg | bit_cycle[2]$_DFF_P_ | bit_cycle[2]$_DFF_P_ |
| min | bit_cycle[2]$_DFF_P_ | bit_cycle[2]$_DFF_P_ |
| max | SCLK_PULSE | bit_counter[2]$_SDFFE_PN0P_ |
| max reg2reg | bit_counter[0]$_SDFFE_PN0P_ | bit_counter[2]$_SDFFE_PN0P_ |
per-stage QoR:
| stage | total power, mW | utilization [%] |
|---|---|---|
| after floorplan | 0.374 | - |
| after global placement | 0.395 | 15.3 |
| after detailed placement | 0.395 | 15.3 |
| after CTS | 0.641 | 16.0 |
| after global routing | 0.659 | 16.0 |
| final | 0.633 | 16.0 |
sequential cells by signal (all words and copies together), names as in the netlist:
| signal | cells |
|---|---|
| SDO | 1 |
| state | 1 |
| bit_counter | 4 |
| SDO_buffer | 8 |
| bit_cycle | 4 |
logic make-up (layout without fill, tap and decap cells):
group,Yosys count,in the layout
adders and majority gates,3,3
buffers and inverters,15,21
and+or+nand+nor,41,41
other,1,8
AOI/OAI and AO/OA,13,13
muxes,12,12
DFF,18,18
report_power, final:
group | leakage, nW | switching [mW] | internal [mW]
clock network | 0.0288 | 0.101 | 0.146
registers | 0.146 | 0.0115 | 0.306
logic | 0.280 | 0.0276 | 0.0414
metal layers:
metal	wire length, µm	global-route usage (%)
met1	1080	4.89
met2	781	4.84
met3	111	1.25
met4	0	0.188
met5	0	0
critical path: cells and delay by family:
kind                   cells  cell delay (ns)
AOI/OAI and AO/OA          2             0.54
buffers and inverters      2             0.61
and+or+nand+nor            1             0.20
cell type report:
class	count	area share, %
Multi-Input combinational cell	77	44.5
Sequential cell	18	29.2
Inverter	4	1.22
Timing Repair Buffer	13	10.3
Clock buffer	4	4.46
Tap cell	102	10.3
No activity file was given, so power comes from the tool's default toggle rates.
